`flow/run.sh`:
```
#!/bin/bash
# OpenROAD 26Q1-2900-gdf79404cd8, Yosys 0.63+post, stock flow scripts
make -C /OpenROAD-flow-scripts/flow DESIGN_CONFIG=/design/flow/config.mk WORK_HOME=/design/flow/orfs finish
```
`flow/design.v`:
```
module xors(a,b,z);
input [32:1] a,b;
output [32:1] z;
wire [32:1] a,b;
assign z[32:1] = a ^ b;
endmodule
```
`flow/constraint.sdc`:
```
current_design xors

set clk_period 1.0
set clk_io_pct 0.2

create_clock -name clk0 -period $clk_period

set non_clock_inputs [all_inputs -no_clocks]
set_input_delay [expr $clk_period * $clk_io_pct] -clock clk0 $non_clock_inputs
set_output_delay [expr $clk_period * $clk_io_pct] -clock clk0 [all_outputs]
```
`flow/config.mk`:
```
export PLATFORM = sky130hd
export DESIGN_NAME = xors
export DESIGN_NICKNAME = xors
export VERILOG_FILES = /design/flow/design.v
export SDC_FILE = /design/flow/constraint.sdc
export NUM_CORES = 4
export LEC_CHECK = 1
export CORE_AREA = 10 10 70 70
export DIE_AREA = 0 0 80 80
```
==> Slide: Implementation Results <==
Key Metrics from the Run

Routing
  • Routed via count divided by cell count: 3.32
  • Inserted Diodes: 0
  • Overall via count from detail_route: 577
  • DRC Markers: 0
  • Number of detailed-routing iterations run before antenna repair: 4
  • 1st-iter DRT viols: 5
  • Wire length per cell after detailed routing: 13.1 um
  • Wirelength, routed: 2.28 mm
  • Residual antenna-violating net count after detailed routing: 0

Worst setup path
  • Stage delay of the slowest cell on the critical path: 240 ps
  • Critical path launch point type: input port
  • Instance count on the critical path: 3
  • Buffer-and-inverter tally for the worst setup path: 2
  • Worst setup EP type: primary output
  • Critical setup path kind: in2out
  • Critical path data arrival time: 730 ps
  • Critical-path cell with the highest stage delay: dlygate4sd2_1
  • Ordered list of cells on the worst path: dlygate4sd2_1 > xor2_1 > buf_2
  • Highest fanout seen on the critical path: 1
  • Critical path's top delay family: buffers and inverters
  • CP startpoint: a[11]
  • Crit path required time: 800 ps

GRT
  • Via count of the first global-routing pass: 660
  • Antenna violations before repair: 0
  • Overall fraction of global-route tracks in use: 6.42%
  • Largest net degree at the start of global routing: 2
  • Aggregate global routing overflow: 0
  • Wire length of the first global-routing pass: 3.44 mm

Cells and area
  • Non-filler instance count after layout: 174
  • Final-layout fill cell count: 416
  • Register area: 0 um2
  • Number of clock-tree buffers in the layout: 0
  • Area growth from synthesis to final layout: 278%
  • Number of sequential storage elements: 0
  • Combinational gate area: 280 um2
  • Ratio of cells with drive above 1 in the final layout: 25.0%

Synth
  • Yosys Chip Area: 280 um2
  • Main logic family: XOR/XNOR gates
  • Xor+xnor area frac: 100%
  • Synth Area in Compound Gates: 0%
  • Area of the mapped netlist: 280 um2
  • Total number of yosys warnings: 0
  • Adder Area Share: 0%
  • Seq/Total Area, Yosys: 0%
  • Average cell area after synthesis: 8.76 um2
  • Mux cell area share after synthesis: 0%
  • Post-synthesis cell count from yosys: 32
  • Cell count after synthesis: 32
  • Unique cell type count in the Yosys netlist: 1
  • Yosys simple share: 0%

Hold path
  • End point of the worst hold path: z[22]
  • HP Start: b[22]
  • Hold path cells: 3
  • Min-Delay Path Class: in2out

Die
  • I/O pin cnt: 96
  • Floorplan Utilization: 8.21%
  • Number of core rows: 21
  • Total die size: 6400 um2
  • Core region area: 3420 um2
  • Die boundary width: 80 um
  • Height of the die: 80 um

Final timing
  • Achievable frequency: 1.08 GHz
  • Tightest Pin Transition: 133 ps
  • Total count of hold-check failures in the final report: 0
  • Setup repair after global routing missed its margin: false
  • Crit share post-route: 92.6%
  • Max-slew violation total from the final report: 0
  • Aggregate negative setup slack: 0 ps
  • Headroom to the max-slew limit: 91.1%
  • Min Clock Period, post-route: 926 ps
  • Setup-violating endpoint count in the final report: 0

Power
  • Power density over the cells: 347 nW/um2
  • IR Drop Worst-Case VDD: 0.0963 mV
  • Leakage power total: 0.599 nW

Outcome
  • Status: completed

Placed design
  • Count of port buffers added during placement: 96
  • Total instance count after detailed placement: 174
  • DPL Wire Length: 2.27 mm
  • Routability congestion estimate from global placement: 0.749

Job
  • Max-cap viol count: 0
  • Number of warning messages in the logs: 32

Clocking
  • Count of hold buffers inserted by post-cts repair: 0
[cell usage in the layout (no fill, tap or decap)]
| master | synthesis | layout |
|---|---|---|
| buf_2 | 0 | 32 |
| dlygate4sd2_1 | 0 | 64 |
| xor2_1 | 32 | 32 |
[cells by family (layout without fill, tap and decap cells)]
logic type	after synthesis	count (layout)
buffers and inverters	0	96
XOR/XNOR	32	32
[cell usage after synthesis (all sizes together)]
cell | number | area (um2)
xor2 | 32 | 280
[report_power, final]
part           switching, W  internal (W)
sequential                0             0
combinational      0.000108      0.000259
clock                     0             0
[worst max path at each step]
stage,to,slack (ps)
final,z[11],70
after global routing,z[11],30
after CTS,z[11],50
[cell type report]
| class | count | area share (%) |
|---|---|---|
| well taps | 46 | 5.44 |
| repair buffers | 96 | 68.1 |
| multi-input cells | 32 | 26.5 |
[per-stage QoR]
stage                      power, W  hold WS, ps  setup slack, ps  utilization, %  area (um2)
after floorplan           0.0000532          425              481               -         280
after global placement     0.000600         1340             -568            38.0        1300
after detailed placement   0.000604         1330             -570            38.0        1300
after CTS                  0.000382          764             52.5            31.0        1060
after global routing       0.000413          779             27.0            31.0        1060
final                      0.000367          760             74.4            31.0        1060
[layer usage]
metal,track usage [%],up-vias,part of all wire (%)
li1,-,288,-
met1,6.59,246,33
met2,12.3,43,54
met3,2.84,0,12
met4,0,0,0
met5,0,-,0
[timing repair]
item,CTS,global route
endpoints found under the setup margin,32,0
buffers inserted,0,0
gates resized,160,0
hold endpoints to repair,0,0
Power and IR drop assume default switching activity.
